==> /design/flow/design.v <==
module Debounce
(
	input B,
	input clk,
	output b
);
reg w0,w1;
always @ (posedge clk)
begin
w0<=B;
end
always @ (posedge clk)
begin
w1<=w0;
end
assign b = w0 & ~w1;
endmodule
module Display
(
	input [2:0] control,
	input [7:0] itemcode,
	input [3:0] insertedmoney,
	input [3:0] refundmoney,
	output reg [3:0] req_digit0,
	output reg [3:0] req_digit1,
	output reg [3:0] req_digit2,
	output reg [3:0] req_digit3,
	output reg [3:0] req_digit4,
	output reg [3:0] req_digit5
);
localparam [2:0] idle=3'b001,
					  display_price=3'b010,
					  display_oos=3'b011,
					  insert_money=3'b100,
					  refund=3'b101 ;
always@*
begin
			 req_digit0 <= 4'hF;
			 req_digit1 <= 4'hF;
			 req_digit2 <= 4'hF;
			 req_digit3 <= 4'hF;
			 req_digit4 <= 4'hF;
			 req_digit5 <= 4'hF;
	case(control)
	idle:
	begin
					req_digit4 <= 4'h9;
					req_digit3 <= 4'hE;
					req_digit2 <= 4'h4;
					req_digit1 <= 4'h4;
					req_digit0 <= 4'h0;	
	end				
	display_price:
	begin				
					if(itemcode==8'hA2)
						begin
							req_digit5 <=4'hA;
							req_digit4 <=4'h2;
							req_digit2 <=4'h1;
							req_digit1 <=4'h2;
							req_digit0 <=4'h5;
						end
					else if(itemcode==8'hB3)
						begin
							req_digit5 <=4'hB;
							req_digit4 <=4'h3;
							req_digit2 <=4'h1;
							req_digit1 <=4'h0;
							req_digit0 <=4'h0;
						end
					else if(itemcode==8'hD5)
						begin
							req_digit5 <=4'hD;
							req_digit4 <=4'h5;
							req_digit2 <=4'h2;
							req_digit1 <=4'h2;
							req_digit0 <=4'h5;
						end
					else if(itemcode==8'hE8)
						begin
							req_digit5 <=4'hE;
							req_digit4 <=4'h8;
							req_digit2 <=4'h0;
							req_digit1 <=4'h7;
							req_digit0 <=4'h5;
						end
	end					
	display_oos:
	begin			
					req_digit0 <= 4'h6;
					req_digit1 <= 4'h6;
					req_digit2 <= 4'h6;
					req_digit3 <= 4'h6;
					req_digit4 <= 4'h6;
					req_digit5 <= 4'h6;
	end				
	insert_money:
	begin
					req_digit5 <= 4'hE;
					if(insertedmoney == 4'h1)
					begin
						req_digit2 <= 4'h0;
						req_digit1 <= 4'h2;
						req_digit0 <= 4'h5;
					end
					else if(insertedmoney == 4'h2)
					begin
						req_digit2 <= 4'h0;
						req_digit1 <= 4'h5;
						req_digit0 <= 4'h0;
					end
					else if(insertedmoney == 4'h3)
					begin
						req_digit2 <= 4'h0;
						req_digit1 <= 4'h7;
						req_digit0 <= 4'h5;
					end
					else if(insertedmoney == 4'h4)
					begin
						req_digit2 <= 4'h1;
						req_digit1 <= 4'h0;
						req_digit0 <= 4'h0;
					end
					else if(insertedmoney == 4'h5)
					begin
						req_digit2 <= 4'h1;
						req_digit1 <= 4'h2;
						req_digit0 <= 4'h5;
					end
					else if(insertedmoney == 4'h6)
					begin
						req_digit2 <= 4'h1;
						req_digit1 <= 4'h5;
						req_digit0 <= 4'h0;
					end
					else if(insertedmoney == 4'h7)
					begin
						req_digit2 <= 4'h1;
						req_digit1 <= 4'h7;
						req_digit0 <= 4'h5;
					end
					else if(insertedmoney == 4'h8)
					begin
						req_digit2 <= 4'h2;
						req_digit1 <= 4'h0;
						req_digit0 <= 4'h0;
					end
					else if(insertedmoney == 4'h9)
					begin
						req_digit2 <= 4'h2;
						req_digit1 <= 4'h2;
						req_digit0 <= 4'h5;
					end
					else if(insertedmoney == 4'hA)
					begin
						req_digit2 <= 4'h2;
						req_digit1 <= 4'h5;
						req_digit0 <= 4'h0;
					end
					else if(insertedmoney == 4'hB)
					begin
						req_digit2 <= 4'h2;
						req_digit1 <= 4'h7;
						req_digit0 <= 4'h5;
					end
					else if(insertedmoney == 4'hC)
					begin
						req_digit2 <= 4'h3;
						req_digit1 <= 4'h0;
						req_digit0 <= 4'h0;
					end
	end				
	refund:
	begin
					req_digit5 <= 4'hC;
					req_digit2 <= 4'h0;
					req_digit1 <= 4'h0;
					req_digit0 <= 4'h0;
					if(refundmoney == 4'h1)
					begin
						req_digit2 <= 4'h0;
						req_digit1 <= 4'h2;
						req_digit0 <= 4'h5;
					end
					else if(refundmoney == 4'h2)
					begin
						req_digit2 <= 4'h0;
						req_digit1 <= 4'h5;
						req_digit0 <= 4'h0;
					end
					else if(refundmoney == 4'h3)
					begin
						req_digit2 <= 4'h0;
						req_digit1 <= 4'h7;
						req_digit0 <= 4'h5;
					end
					else if(refundmoney == 4'h4)
					begin
						req_digit2 <= 4'h1;
						req_digit1 <= 4'h0;
						req_digit0 <= 4'h0;
					end
					else if(refundmoney == 4'h5)
					begin
						req_digit2 <= 4'h1;
						req_digit1 <= 4'h2;
						req_digit0 <= 4'h5;
					end
					else if(refundmoney == 4'h6)
					begin
						req_digit2 <= 4'h1;
						req_digit1 <= 4'h5;
						req_digit0 <= 4'h0;
					end
					else if(refundmoney == 4'h7)
					begin
						req_digit2 <= 4'h1;
						req_digit1 <= 4'h7;
						req_digit0 <= 4'h5;
					end
					else if(refundmoney == 4'h8)
					begin
						req_digit2 <= 4'h2;
						req_digit1 <= 4'h0;
						req_digit0 <= 4'h0;
					end
					else if(refundmoney == 4'h9)
					begin
						req_digit2 <= 4'h2;
						req_digit1 <= 4'h2;
						req_digit0 <= 4'h5;
					end
					else if(refundmoney == 4'hA)
					begin
						req_digit2 <= 4'h2;
						req_digit1 <= 4'h5;
						req_digit0 <= 4'h0;
					end
					else if(refundmoney == 4'hB)
					begin
						req_digit2 <= 4'h2;
						req_digit1 <= 4'h7;
						req_digit0 <= 4'h5;
					end
					else if(refundmoney == 4'hC)
					begin
						req_digit2 <= 4'h3;
						req_digit1 <= 4'h0;
						req_digit0 <= 4'h0;
					end
	end
	endcase
end
endmodule
module displaydigit(input [3:0] hexa, output reg [6:0] D);
		always@hexa
		begin
		case(hexa)
			4'h0:
			begin
				D[0] <= 1'b0;
				D[1] <= 1'b0;
				D[2] <= 1'b0;
				D[3] <= 1'b0;
				D[4] <= 1'b0;
				D[5] <= 1'b0;
				D[6] <= 1'b1;
			end
			4'h1:
			begin
				D[0] <= 1'b1;
				D[1] <= 1'b0;
				D[2] <= 1'b0;
				D[3] <= 1'b1;
				D[4] <= 1'b1;
				D[5] <= 1'b1;
				D[6] <= 1'b1;
			end	
			4'h2:
			begin
				D[0] <= 1'b0;
				D[1] <= 1'b0;
				D[2] <= 1'b1;
				D[3] <= 1'b0;
				D[4] <= 1'b0;
				D[5] <= 1'b1;
				D[6] <= 1'b0;
			end	
			4'h3:
			begin
				D[0] <= 1'b0;
				D[1] <= 1'b0;
				D[2] <= 1'b0;
				D[3] <= 1'b0;
				D[4] <= 1'b1;
				D[5] <= 1'b1;
				D[6] <= 1'b0;
			end	
			4'h4:  
			begin
				D[3] <= 1'b0;
				D[5] <= 1'b0;
				D[4] <= 1'b0;
				D[0] <= 1'b1;
				D[1] <= 1'b1;
				D[2] <= 1'b1;
				D[6] <= 1'b1;
			end		
			4'h5:
			begin
				D[0] <= 1'b0;
				D[1] <= 1'b1;
				D[2] <= 1'b0;
				D[3] <= 1'b0;
				D[4] <= 1'b1;
				D[5] <= 1'b0;
				D[6] <= 1'b0;
			end	
			4'h6:  
			begin
				D[0] <= 1'b1;
				D[1] <= 1'b1;
				D[2] <= 1'b1;
				D[3] <= 1'b1;
				D[4] <= 1'b1;
				D[5] <= 1'b1;
				D[6] <= 1'b0;
			end	
			4'h7:
			begin
				D[0] <= 1'b0;
				D[1] <= 1'b0;
				D[2] <= 1'b0;
				D[3] <= 1'b1;
				D[4] <= 1'b1;
				D[5] <= 1'b1;
				D[6] <= 1'b1;
			end	
			4'h8:
			begin
				D[0] <= 1'b0;
				D[1] <= 1'b0;
				D[2] <= 1'b0;
				D[3] <= 1'b0;
				D[4] <= 1'b0;
				D[5] <= 1'b0;
				D[6] <= 1'b0;
			end	
			4'h9:  
			begin
				D[1] <= 1'b0;
				D[2] <= 1'b0;
				D[4] <= 1'b0;
				D[5] <= 1'b0;
				D[6] <= 1'b0;
				D[0] <= 1'b1;
				D[3] <= 1'b1;
			end		
			4'hA:
			begin
				D[0] <= 1'b0;
				D[1] <= 1'b0;
				D[2] <= 1'b0;
				D[3] <= 1'b1;
				D[4] <= 1'b0;
				D[5] <= 1'b0;
				D[6] <= 1'b0;
			end	
			4'hB:
			begin
				D[0] <= 1'b1;
				D[1] <= 1'b1;
				D[2] <= 1'b0;
				D[3] <= 1'b0;
				D[4] <= 1'b0;
				D[5] <= 1'b0;
				D[6] <= 1'b0;
			end	
			4'hC:
			begin
				D[0] <= 1'b0;
				D[1] <= 1'b1;
				D[2] <= 1'b1;
				D[3] <= 1'b0;
				D[4] <= 1'b0;
				D[5] <= 1'b0;
				D[6] <= 1'b1;
			end	
			4'hD:
			begin
				D[0] <= 1'b1;
				D[1] <= 1'b0;
				D[2] <= 1'b0;
				D[3] <= 1'b0;
				D[4] <= 1'b0;
				D[5] <= 1'b1;
				D[6] <= 1'b0;
			end	
			4'hE:
			begin
				D[0] <= 1'b0;
				D[1] <= 1'b1;
				D[2] <= 1'b1;
				D[3] <= 1'b0;
				D[4] <= 1'b0;
				D[5] <= 1'b0;
				D[6] <= 1'b0;
			end	
			4'hF:  
			begin
				D[0] <= 1'b1;
				D[1] <= 1'b1;
				D[2] <= 1'b1;
				D[3] <= 1'b1;
				D[4] <= 1'b1;
				D[5] <= 1'b1;
				D[6] <= 1'b1;
			end	
		endcase
		end
endmodule
module FinalProject_akshaykrishnagiridharan
(
	input clk,
	input reset,
	input B0,
	input B1,
	input B2,
	input B3,
	input [3:0] S3_0,
	input [3:0] S8_5,
	output [6:0] display0,
	output [6:0] display1,
	output [6:0] display2,
	output [6:0] display3,
	output [6:0] display4,
	output [6:0] display5
);
wire [3:0] req_digit0,
			 req_digit1,
			 req_digit2,
			 req_digit3,
			 req_digit4,
			 req_digit5,
			 money_inserted,
			 money_refunded;
wire [2:0] cs_pc,
			 cs_cb,
			 cs_s,
			 cs_c,
			 state,
			 control;
wire decrement,bu0,bu1,bu2,bu3;
wire [7:0] item_code;
Debounce but0
(
	.B (~B0),
	.clk (clk),
	.b (bu0)
);
Debounce but1
(
	.B (~B1),
	.clk (clk),
	.b (bu1)
);
Debounce but2
(
	.B (~B2),
	.clk (clk),
	.b (bu2)
);
Debounce but3
(
	.B (~B3),
	.clk (clk),
	.b (bu3)
);
StateMachine statemach
(
	.clk (clk), 
	.reset (reset),
	.B0 (bu0),
	.B1 (bu1),
	.B2 (bu2),
	.B3 (bu3),
	.S3_0 (S3_0),
	.S8_5 (S8_5),
	.cs_pc (cs_pc), 
	.cs_cb (cs_cb), 
	.cs_s (cs_s), 
	.cs_c (cs_c),
	.state (control),
	.item_code (item_code),
	.money_inserted (money_inserted),
	.money_refunded (money_refunded),
	.decrement (decrement)
);
Inventory inv
(
	.clk (clk),
	.reset(reset),
	.decrement (decrement),
	.item_code (item_code),
	.cs_pc (cs_pc), 
	.cs_cb (cs_cb), 
	.cs_s (cs_s), 
	.cs_c (cs_c)
);
Display disp
(
	.control (control),
	.itemcode (item_code),
	.insertedmoney (money_inserted),
	.refundmoney (money_refunded),
	.req_digit0 (req_digit0),
	.req_digit1 (req_digit1),
	.req_digit2 (req_digit2),
	.req_digit3 (req_digit3),
	.req_digit4 (req_digit4),
	.req_digit5 (req_digit5)
);
displaydigit d0
(
	.hexa (req_digit0), 
	.D (display0)
);
displaydigit d1
(
	.hexa (req_digit1), 
	.D (display1)
);
displaydigit d2
(
	.hexa (req_digit2), 
	.D (display2)
);
displaydigit d3
(
	.hexa (req_digit3), 
	.D (display3)
);
displaydigit d4
(
	.hexa (req_digit4), 
	.D (display4)
);
displaydigit d5
(
	.hexa (req_digit5), 
	.D (display5)
);
endmodule
module Inventory
(
	input  clk, 
	input reset,
	input decrement,
	input [7:0] item_code,
	output reg [2:0] cs_pc, 
	output reg [2:0] cs_cb, 
	output reg [2:0] cs_s, 
	output reg [2:0] cs_c
);
localparam [7:0]  potato_chips = 8'hA2,
					   candy_bar = 8'hB3,
					   soda = 8'hD5,
					   cookie = 8'hE8; 
always@(posedge clk) 
if (reset) 
begin 
	cs_pc <= 3'd5;
	cs_cb <= 3'd4;
	cs_s <= 3'd3;
	cs_c <= 3'd3;
end
else 
begin
	if (decrement==1) 
	begin 
		if (item_code==potato_chips)
		begin 
		cs_pc <= cs_pc-3'b1 ;
		end 
		else if ( item_code ==candy_bar) 
		begin  
		cs_cb <= cs_cb -3'b1; 
		end 
		else if (item_code == soda) 
		begin  
		cs_s <= cs_s -3'b1; 
		end 
		else if (item_code ==cookie) 
		begin 
		cs_c <= cs_c -3'b1; 
		end 
	end
end 
endmodule
module StateMachine
(
	input clk,
	input reset,	
	input B0,
	input B1,
	input B2,
	input B3,
	input [3:0] S3_0,
	input [3:0] S8_5,
	input [2:0] cs_pc, 
	input [2:0] cs_cb, 
	input [2:0] cs_s, 
	input [2:0] cs_c,
	output reg [2:0] state,
	output reg [7:0] item_code,
	output reg [3:0] money_inserted,
	output reg [3:0] money_refunded,
	output reg decrement
);
reg [3:0] elapsed_time;
reg [25:0] slow_clk;
reg [2:0] next_state;
reg init;
localparam [7:0]  potato_chips = 8'hA2,
					   candy_bar = 8'hB3,
					   soda = 8'hD5,
					   cookie = 8'hE8; 
localparam  price_potato_chips = 4'h5,
				price_candy_bar = 4'h4,
				price_soda = 4'h9,
				price_cookie = 4'h3;
localparam [2:0] idle=3'b001,
					  display_price=3'b010,
					  display_oos=3'b011,
					  insert_money=3'b100,
					  refund=3'b101 ;
always@(posedge clk)
begin
	if(reset||B0)
	begin
		money_inserted = 4'h0;
		money_refunded = 4'h0;
	end
	else if(B3 == 1)
		begin
		money_refunded = money_inserted;
		end
	else if(state == refund && money_refunded!=money_inserted)
	begin
		if(item_code==potato_chips)
		begin
		money_refunded = money_inserted - price_potato_chips;
		end
		else if(item_code==candy_bar)
		begin
		money_refunded = money_inserted - price_candy_bar;
		end
		else if(item_code==soda)
		begin
		money_refunded = money_inserted - price_soda;
		end
		else if(item_code==cookie)
		begin
		money_refunded = money_inserted - price_cookie;
		end
	end
	else if( B1==1 )
	begin
		money_inserted = money_inserted + 4'h1;
	end
	else if(B2 == 1)
	begin
		money_inserted = money_inserted + 4'h4;
	end
end
always @ (posedge clk)
begin
if(reset || init)
begin
 slow_clk <= 26'd0;
 elapsed_time <= 4'h0;
end
else
begin
    if (slow_clk == 26'd50_000_000) 
	 begin
        elapsed_time <= elapsed_time + 4'h1;
        slow_clk <= 26'd0;
    end
    else 
	 begin
        slow_clk <= slow_clk + 26'd1;
    end
end
end
always@* 
begin
init=1'b0;
decrement = 1'b0;
next_state = state;
case (state) 
idle : 
		 if (B0)
		 begin
			item_code = {S8_5,S3_0};
			if((item_code==potato_chips||
			item_code==candy_bar||
			item_code==soda||
			item_code==cookie) &&
			((item_code==potato_chips &&cs_pc != 3'b000)||
			 (item_code==candy_bar &&cs_cb != 3'b000)||
			 (item_code==soda &&cs_s != 3'b000)||
			 (item_code==cookie &&cs_c != 3'b000)
			))
			 begin
			 next_state = display_price;
			 init=1'b1;
			 decrement = 1'b0;
			 end 
			 else 
			 begin 
			 next_state = display_oos; 
			 init=1'b1;
			 decrement = 1'b0;
			 end 
		 end
display_oos: 
		 if (elapsed_time >4'h3)
		 begin 
		 next_state = idle; 
		 init=1'b1;
		 decrement = 1'b0;
		 end 
display_price :
begin
		if(B1||B2 && elapsed_time<=4'h5) 
		begin
		next_state = insert_money; 
		init=1'b1;
		decrement = 1'b0;
		end 
		else if (elapsed_time >4'h5)
		begin
		next_state = idle;
		init=1'b1;
		decrement = 1'b0;
		end 
end
insert_money: 
begin
if(B3)
	begin
		next_state = refund;
		init=1'b1;
		decrement = 1'b0;
	end	
else if((item_code==potato_chips)&&(money_inserted>price_potato_chips))
	begin
		next_state = refund;
		decrement = 1'b1;
		init=1'b1;
	end
else if((item_code==candy_bar)&&(money_inserted>price_candy_bar))
	begin
		next_state = refund;
		decrement = 1'b1;
		init=1'b1;
	end
else if((item_code==soda)&&(money_inserted>price_soda))
	begin
		next_state = refund;
		decrement = 1'b1;
		init=1'b1;
	end
else if((item_code==cookie)&&(money_inserted>price_cookie))
	begin
		next_state = refund;
		decrement = 1'b1;
		init=1'b1;
	end
else if((item_code==potato_chips)&&(money_inserted==price_potato_chips))
	begin
		next_state = idle;
		decrement = 1'b1;
		init=1'b1;
	end
else if((item_code==candy_bar)&&(money_inserted==price_candy_bar))
	begin
		next_state = idle;
		decrement = 1'b1;
		init=1'b1;
	end
else if((item_code==soda)&&(money_inserted==price_soda))
	begin
		next_state = idle;
		decrement = 1'b1;
		init=1'b1;
	end
else if((item_code==cookie)&&(money_inserted==price_cookie))
	begin
		next_state = idle;
		decrement = 1'b1;
		init=1'b1;
	end
end
refund:
begin
		if(elapsed_time>4'h5)
		begin
			next_state=idle;
			init=1'b1;
			decrement = 1'b0;
		end
end	
endcase		
end
always @(posedge clk)
begin
	if(reset)
	begin
		state<= idle;
	end
	else
	begin
		state<= next_state;
	end
end
endmodule
==> /design/flow/run.sh <==
#!/bin/bash
# OpenROAD 26Q1-2900-gdf79404cd8, Yosys 0.63+post, stock flow scripts
make -C /OpenROAD-flow-scripts/flow DESIGN_CONFIG=/design/flow/config.mk WORK_HOME=/design/flow/orfs finish
==> /design/flow/config.mk <==
export PLATFORM = sky130hd
export DESIGN_NAME = FinalProject_akshaykrishnagiridharan
export DESIGN_NICKNAME = FinalProject_akshaykrishnagiridharan
export VERILOG_FILES = /design/flow/design.v
export SDC_FILE = /design/flow/constraint.sdc
export NUM_CORES = 4
export LEC_CHECK = 1
export CORE_UTILIZATION = 50
export SYNTH_HDL_FRONTEND = slang
==> /design/flow/constraint.sdc <==
current_design FinalProject_akshaykrishnagiridharan

set clk_period 4.1
set clk_io_pct 0.2

create_clock -name clk0 -period $clk_period [get_ports {clk}]

set non_clock_inputs [all_inputs -no_clocks]
set_input_delay [expr $clk_period * $clk_io_pct] -clock clk0 $non_clock_inputs
set_output_delay [expr $clk_period * $clk_io_pct] -clock clk0 [all_outputs]
==> flow.log <==
[flow] summary of implementation run
[metrics] run status: complete, no violations
[metrics] H-tree levels: 3
[metrics] launch point of the worst path: statemach.money_inserted[0]
[metrics] synthesis warning total: 0
[metrics] Worst-Skew Late Latency: 0.34 ns
[metrics] first-pass GRT wire length: 18530 um
[metrics] sum of routed wire length over all layers: 10960 um
[metrics] worst IR drop on VDD: 325.9 uV
[metrics] antenna-violating nets left: 0
[metrics] register pins left without a clock: 8
[metrics] setup-violating endpoint count in the final report: 0
[metrics] Crit path top cell by count: ha_1
[metrics] clock transition at the register clock pins on the worst setup and hold paths after CTS: 0.07 ns
[metrics] maximum number of pins on one net before global-route repair: 32
[metrics] Routability Congestion: 0.9557
[metrics] Crit-path slowest cell: dfxtp_4
[metrics] layout-stage area growth over the synthesis result: 20.16%
[metrics] number of synthesized flops with an enable pin: 0
[metrics] Post-Layout Cell Count: 799
[metrics] clock tree from TritonCTS: yes
[metrics] final hold violations: 0
[metrics] actual transition at the worst max-transition pin: 0.6749 ns
[metrics] Critical Path Max Stage Delay: 0.41 ns
[metrics] per-instance average area after synthesis: 7.946 um^2
[metrics] kind of end point of the critical path: primary output
[metrics] Worst Hold Endpoint: but0.w1
[metrics] antenna violations before repair: 0
[metrics] post-synthesis register bit count: 71
[metrics] combinational cell area excluding buffers and inverters: 3249 um^2
[metrics] minimum clock period after layout: 3.899 ns
[metrics] clock tree root buffer cell: clkbuf_8
[metrics] Worst Hold Depth: 0
[metrics] number of max-cap violations: 0
[metrics] Post-Synthesis Cells: 613
[metrics] count of endpoints without a timing constraint: 8
[metrics] total DRC errors in the routed layout: 0
[metrics] Reg-to-Reg Start: statemach.money_inserted[0]
[metrics] IO Count: 56
[metrics] chip footprint: 10140 um^2
[metrics] Worst Setup Start Kind: flip-flop
[metrics] core utilization at floorplan: 0.5222
[metrics] total power per unit cell area: 266.9 nW/um^2
[metrics] count of buffering cells on the critical path with inverters included: 2
[metrics] number of buffers inserted during clock tree synthesis: 9
[metrics] Post-Place Cell Area: 5504 um^2
[metrics] number of max-slew violations in the final report: 0
[metrics] tally of filler cells in the layout: 805
[metrics] biggest area consumer among synthesized cells: dfxtp_1
[metrics] Total GRT Usage: 0.2319
[metrics] logic depth of the worst register-to-register path: 8
[metrics] Relative slew margins: 0.5490
[metrics] vias per cell: 5.432
[metrics] number of warnings in the stage logs: 49
[metrics] ys flop type: dfxtp_1
[metrics] Top Family by Delay on Critical Path: AND-OR/OR-AND gates
[metrics] standard-cell row count: 35
[metrics] fraction of the core area covered by cells at the end of the flow: 0.6275
[metrics] placed insts: 778
[metrics] distinct cell type count of the synthesized netlist: 81
[metrics] Top cells excl fill/tap: 79 x nor2_1, 60 x dfxtp_1, 53 x clkdlybuf4s50_1
[metrics] area taken by flip-flops and latches: 1388 um^2
[metrics] synthesized chip area reported by yosys: 4871 um^2
[metrics] CTS Buffer Depth: 2
[metrics] portion of the clock cycle consumed by the worst path in the final layout: 0.9509
[metrics] yosys stat cell total: 613
[metrics] pre-CTS WS: 0.2571 ns
[metrics] final critical-path setup slack: 0.2014 ns
[metrics] Largest type area fraction: 0.2589
[metrics] data arrival time at the worst-slack endpoint: 3.08 ns
[metrics] remaining global-route overflow: 0
[metrics] Final Skew: 0.01124 ns
[metrics] Non-Filler Cell Area, Final: 5853 um^2
[metrics] Die Span X: 100.7 um
[metrics] sum of net half-perimeters after detailed placement: 8398 um
[metrics] Core Footprint: 9328 um^2
[metrics] setup slack on the worst flop-to-flop path: 1.48 ns
[metrics] diode insertion count for antenna repair: 0
[metrics] netlist area before placement: 4871 um^2
[metrics] number of I/O port buffers: 53
[metrics] Critical R2R Capture: statemach.slow_clk[18]
[metrics] most frequent logic cell in the layout: nor2_1
[metrics] count of vias placed by the detailed router: 4340
[metrics] required time at the endpoint of the critical path: 3.28 ns
[metrics] via count of the first global-routing pass: 3899
[metrics] height of the die: 100.7 um
[metrics] count of TritonRoute iterations in the first routing pass: 6
[metrics] critical path start-end classification: flip-flop to primary output
[metrics] largest cells by area after synthesis: dfxtp_1 26%, ha_1 10%, nor2_1 6.1%
[metrics] P_leak: 2.320 nW
[metrics] fraction of final layout cells with drive strength greater than 1: 0.1179
[metrics] hold crit path type: flip-flop to flip-flop
[metrics] origin of the worst min-delay path: but0.w0
[metrics] critical path fanouts, max: 8
[metrics] Synth async-reset ratio: 0
[metrics] maximum clock frequency: 256.5 MHz
[metrics] cells traversed along the worst timing path: inv_1, ha_1, o21a_1, o311ai_1, o211ai_1, nand2b_2, ha_1, nor4_2, o31ai_1, clkdlybuf4s50_1
[metrics] Routed WL per cell: 13.72 um
[metrics] DRT iter0 DRCs: 186
[how the worst max path moves through the flow]
stage,slack [ns],endpoint,depth (start not counted)
finish,0.20,display1[3],10
CTS,0.07,display0[4],8
global route,-0.01,display1[1],11
[stage by stage]
stage,hold WS [ns],TNS [ns],power (mW)
2_1_floorplan,0.3235,0,0.8205
3_3_place_gp,0.3293,0,0.9565
3_5_place_dp,0.3369,0,0.9592
4_1_cts,0.3524,0,1.573
5_1_grt,0.3687,-0.01263,1.656
6_report,0.3514,0,1.562
[cells in the mapped netlist (all sizes together), types with 8 or more instances]
| master | n |
|---|---|
| nor2 | 81 |
| dfxtp | 63 |
| inv | 50 |
| nand2 | 47 |
| ha | 40 |
| o21ai | 30 |
| nand3 | 28 |
| a21oi | 27 |
| xor2 | 19 |
| xnor2 | 16 |
| buf | 14 |
| clkbuf | 14 |
| mux2i | 12 |
| o22ai | 12 |
| nand4 | 11 |
| nor2b | 10 |
| a211oi | 9 |
| and3 | 9 |
| nor3 | 9 |
| dlxtp | 8 |
| nand2b | 8 |
[sequential cells by signal, indices dropped and copies added (netlist names), 3 cells and up]
signal	count
inv.cs_pc	3
statemach.state	5
inv.cs_s	3
inv.cs_c	3
statemach.item_code	8
statemach.money_inserted	4
statemach.money_refunded	4
statemach.elapsed_time	4
inv.cs_cb	3
statemach.slow_clk	26
[per-layer routing]
layer | up-vias | part of all wire | GRT usage
met4 | 0 | 0.012 | 0.03679
met3 | 11 | 0.048 | 0.04020
met5 | - | 0 | 0
li1 | 2251 | - | -
met1 | 1976 | 0.51 | 0.3527
met2 | 102 | 0.43 | 0.3599
[logic make-up (layout without fill, tap and decap cells)]
family / count (synthesis) / after routing / synth area share
buf+inv: 78 / 134 / 0.06679
fa+ha+maj: 40 / 40 / 0.1027
xor+xnor: 35 / 35 / 0.06293
compound gates: 127 / 127 / 0.1852
simple gates: 243 / 243 / 0.2579
latches: 8 / 8 / 0.02466
flops: 63 / 63 / 0.2589
mux: 18 / 18 / 0.04007
other cells: 1 / 2 / 0.0007699
[area by class of cell]
type	count	area share
flip-flops and latches	71	0.2371
clock buffers	9	0.02116
repair buffers	68	0.1099
multi-input cells	465	0.5552
well taps	129	0.02758
clock inverters	7	0.01710
inverters	50	0.03207
[power by group]
part	internal [mW]	total, mW	switching (mW)
clock network	0.349	0.602	0.252
registers	0.627	0.640	0.0133
logic	0.177	0.320	0.143
total	1.15	1.56	0.409
[timing repair]
item / CTS / global route
gates resized: 6 / 18
hold buffers: 0 / 0
setup endpoints to repair: 8 / 14
setup buffers: 0 / 5
pin swaps: 0 / 3
gates cloned: 0 / 0
Power and IR drop assume default switching activity.
